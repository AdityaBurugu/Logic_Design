==> design.v <==
`timescale 1ns / 1ps
module Barrel_Shifter(
    output reg [7:0] Out,
    input [7:0] In,
    input [2:0] n,
    input Lr
    );
    always@(*)
    begin
    if(Lr)
        Out=In<<n;
    else
        Out=In>>n;
    end
endmodule
==> run.sh <==
#!/bin/bash
# OpenROAD 26Q1-2900-gdf79404cd8, Yosys 0.63+post, stock flow scripts
make -C /OpenROAD-flow-scripts/flow DESIGN_CONFIG=/design/flow/config.mk WORK_HOME=/design/flow/orfs finish
==> config.mk <==
export PLATFORM = sky130hd
export DESIGN_NAME = Barrel_Shifter
export DESIGN_NICKNAME = Barrel_Shifter
export VERILOG_FILES = /design/flow/design.v
export SDC_FILE = /design/flow/constraint.sdc
export NUM_CORES = 4
export LEC_CHECK = 1
export CORE_AREA = 10 10 74 74
export DIE_AREA = 0 0 84 84
==> constraint.sdc <==
current_design Barrel_Shifter

set clk_period 2.5
set clk_io_pct 0.2

create_clock -name clk0 -period $clk_period

set non_clock_inputs [all_inputs -no_clocks]
set_input_delay [expr $clk_period * $clk_io_pct] -clock clk0 $non_clock_inputs
set_output_delay [expr $clk_period * $clk_io_pct] -clock clk0 [all_outputs]
==> qor_table.md <==
| Step | Result | Reported |
|---|---|---|
| placed design | Final estimated routing congestion in global placement | 0.860 |
| critical path | Critical Path Source Type | input pin |
| final layout | Share of final-layout standard cells stronger than drive strength 1 | 32.8% |
| critical path | Largest stage delay, worst path | 0.42 ns |
| grt | Wire length of the first global-routing pass | 3240 um |
| drt | Iteration count of the initial detailed-routing pass | 4 |
| timing | Upper clock frequency limit | 409 MHz |
| logic synthesis | Post-synth area from yosys stat | 500 sq um |
| power and ir drop | Power density cells | 168 nW/um^2 |
| critical path | Slowest CP cell | sky130_fd_sc_hd__clkdlybuf4s50_1 |
| grt | Global-route usage over all layers | 5.13% |
| critical path | Required @ worst endpoint | 2.00 ns |
| drt | Total wirelength of the detailed-routed design | 1990 um |
| logic synthesis | Gate Count Post-Synth | 78 |
| grt | Pin count of the biggest net entering global routing | 12 |
| timing | Share of the cycle needed by the critical path after routing | 97.8% |
| final layout | Multi-input logic area | 522 sq um |
| drt | Antenna viol nets, final | 0 |
| critical path | Critical path arrival | 1.94 ns |
| grt | Vias in the first global route | 693 |
| drt | Diodes inserted | 0 |
| drt | DRC violation count after routing | 0 |
| final layout | Flop count | 0 |
| drt | Mean number of vias per cell | 4.46 |
| floorplan | DIE AREA | 7060 sq um |
| job | Max-cap check violation count | 0 |
| floorplan | Die boundary height | 84 um |
| logic synthesis | Number of distinct library cells after synthesis | 30 |
| final layout | Fillcell total | 441 |
| floorplan | Core box area | 3970 sq um |
| critical path | Critical path cell sequence | clkbuf_4, buf_6, buf_4, mux2i_4, a21oi_1, a221o_1, clkdlybuf4s50_1 |
| logic synthesis | Sequential fraction of the synthesis area | 0% |
| critical path | Highest fanout seen on the critical path | 5 |
| status | Result of the run | finished, final reports clean |
| final layout | Share of the core filled with cells | 24.4% |
| timing | Final Setup Violations | 0 |
| clock network | Hold buffer count at cts | 0 |
| critical path | Category of the worst setup path capture point | output port |
| worst hold path | Hold WC Path Type | input pin to output port |
| logic synthesis | Netlist area before placement | 500 sq um |
| floorplan | Number of I/O pins | 20 |
| critical path | Worst path top cell family by delay | buffers and inverters |
| critical path | Count of buffering cells on the critical path with inverters included | 4 |
| power and ir drop | Overall power | 162 uW |
| logic synthesis | Total cells reported by yosys after synthesis | 78 |
| placed design | Detailed Place HPWL | 1670 um |
| final layout | Clock buffer instance count of the final layout | 0 |
| timing | Number of max-slew violations in the final report | 0 |
| floorplan | Core Util at FP | 12.6% |
| grt | Total gr overflow | 0 |
| grt | Initial antenna violation count | 0 |
| final layout | Footprint of the flip-flops and latches | 0 sq um |
| power and ir drop | Static leakage | 0.000440 uW |
| timing | RSZ-0062 raised after global routing | true |
| final layout | Area overhead of the layout relative to synthesis | 93.5% |
| final layout | Most numerous logic cell after layout | sky130_fd_sc_hd__buf_4 |
| drt | First-iteration detailed-routing DRC count | 24 |
| timing | Max-slew headroom | 81.0% |
| placed design | Instance area after placement | 883 sq um |
| floorplan | Chip width | 84 um |
| placed design | PortBufs | 20 |
| floorplan | Row count | 23 |
| job | Tool warnings | 33 |
| final layout | Most used cells in the layout excluding fill and tap cells | sky130_fd_sc_hd__buf_4 (22), sky130_fd_sc_hd__dlygate4sd2_1 (15), sky130_fd_sc_hd__nand2_1 (10) |
| drt | Wire length per cell | 12.0 um |
| timing | Final number of hold-violating endpoints | 0 |
| drt | Total via count in the routed design | 740 |
| power and ir drop | Largest vdd supply drop | 0.0000572 V |
| timing | Actual slew at the worst max-slew pin | 0.285 ns |
| logic synthesis | YS warnings | 1 |
| timing | Time the worst path needs with I/O delays and setup | 2.44 ns |
| logic synthesis | Post-synthesis average cell area | 6.42 sq um |
| final layout | Non-Filler Cell Area, Final | 968 sq um |
| critical path | Worst setup path category | input pin to output port |
## path summary, 6_finish.rpt
path / slack (ns) / start / end / cells past startpoint
worst max-delay path: 0.06 / n[0] / Out[4] / 7
worst min-delay path: 1.73 / In[2] / Out[2] / 6
## area by class of cell
class	count	share of cell area [%]
multi-input combinational	70	53.9
timing repair buffer	45	39.3
tap	50	6.46
inverter	1	0.388
## per-stage QoR
step           setup WS (ns)  std cells  hold slack, ns  TNS [ns]
2_1_floorplan          0.668         78            1.15         0
3_3_place_gp          -0.452        163            2.16     -2.91
3_5_place_dp          -0.455        163            2.16     -2.89
4_1_cts              0.00383        165            1.73         0
5_1_grt              -0.0182        166            1.76   -0.0264
6_report              0.0557        166            1.73         0
## timing repair
item	4_1_cts	5_1_grt
buffers inserted	2	1
setup endpoints to repair	8	3
endpoints found under the hold margin	0	0
gates cloned	0	0
pin swaps	5	0
resized	32	5
## Yosys cell counts
master / instances / area (sq um)
sky130_fd_sc_hd__nand2b_1: 6 / 37.5
sky130_fd_sc_hd__buf_2: 3 / 15.0
sky130_fd_sc_hd__mux2_4: 1 / 15.0
sky130_fd_sc_hd__o211ai_1: 2 / 15.0
sky130_fd_sc_hd__a21oi_1: 4 / 20.0
sky130_fd_sc_hd__inv_1: 1 / 3.75
sky130_fd_sc_hd__a32o_1: 1 / 10.0
sky130_fd_sc_hd__nor2_1: 9 / 33.8
sky130_fd_sc_hd__nor3b_1: 1 / 7.51
sky130_fd_sc_hd__nor4b_1: 1 / 8.76
sky130_fd_sc_hd__o21a_1: 1 / 7.51
sky130_fd_sc_hd__a32oi_1: 2 / 17.5
sky130_fd_sc_hd__clkbuf_1: 2 / 7.51
sky130_fd_sc_hd__buf_6: 2 / 22.5
sky130_fd_sc_hd__a31oi_1: 1 / 6.26
sky130_fd_sc_hd__a311oi_1: 2 / 17.5
sky130_fd_sc_hd__nor2b_1: 2 / 12.5
sky130_fd_sc_hd__o21ai_0: 3 / 15.0
sky130_fd_sc_hd__a211o_1: 1 / 8.76
sky130_fd_sc_hd__nand3_1: 5 / 25.0
sky130_fd_sc_hd__o21bai_1: 1 / 7.51
sky130_fd_sc_hd__and3_1: 1 / 6.26
sky130_fd_sc_hd__nand2_1: 10 / 37.5
sky130_fd_sc_hd__a221o_1: 2 / 20.0
sky130_fd_sc_hd__a222oi_1: 1 / 10.0
sky130_fd_sc_hd__o32ai_1: 1 / 8.76
sky130_fd_sc_hd__mux2i_1: 8 / 80.1
sky130_fd_sc_hd__o21ai_1: 1 / 5.00
sky130_fd_sc_hd__o311ai_1: 1 / 8.76
sky130_fd_sc_hd__nor3_1: 2 / 10.0
## routing by layer
metal	wire, um	global-route usage, %	vias up
met1	922	6.90	338
li1	-	-	379
met3	77	0.591	0
met5	0	0	-
met4	0	0.304	0
met2	987	8.85	23
## kinds of logic after synthesis
| logic type | synth area share (%) |
|---|---|
| AND-OR/OR-AND | 35.5 |
| AND/OR/NAND/NOR | 35.8 |
| buffers and inverters | 9.75 |
| multiplexers | 19.0 |
## power breakdown
part	total, uW	switching (uW)	internal, uW
clock	0	0	0
combinational	162	71.3	91.0
sequential	0	0	0
total	162	71.3	91.0
No activity file was given, so power comes from the tool's default toggle rates.
